$ cat /design/flow/run.sh
#!/bin/bash
# OpenROAD 26Q1-2900-gdf79404cd8, Yosys 0.63+post, stock flow scripts
make -C /OpenROAD-flow-scripts/flow DESIGN_CONFIG=/design/flow/config.mk WORK_HOME=/design/flow/orfs finish
$ cat /design/flow/constraint.sdc
current_design ULA

set clk_period 11.1
set clk_io_pct 0.2

create_clock -name clk0 -period $clk_period

set non_clock_inputs [all_inputs -no_clocks]
set_input_delay [expr $clk_period * $clk_io_pct] -clock clk0 $non_clock_inputs
set_output_delay [expr $clk_period * $clk_io_pct] -clock clk0 [all_outputs]
$ cat /design/flow/design.v
module ULA (
  input logic [31:0] SrcA ,
  input logic [31:0] SrcB ,
  output logic [31:0] ULAResult,
  input logic [3:0] ULAControl,
	output logic Z
);
	always @(*)begin
		case(ULAControl)
			4'b0000: ULAResult = SrcA + SrcB ;
			4'b0001: ULAResult = SrcA - SrcB ;
			4'b0010: ULAResult = SrcA & SrcB ;
			4'b0011: ULAResult = SrcA | SrcB ;
			4'b0101: ULAResult = (SrcA < SrcB) ? 1'b1 : 1'b0 ;
			4'b0111: ULAResult = SrcA ^ SrcB ;
			4'b1000: ULAResult = SrcA >> SrcB ;
			default: ULAResult = 32'b0;
		endcase
		Z = (ULAResult == 0) ? 1'b1 : 1'b0;
	end
endmodule
$ cat /design/flow/config.mk
export PLATFORM = sky130hd
export DESIGN_NAME = ULA
export DESIGN_NICKNAME = ULA
export VERILOG_FILES = /design/flow/design.v
export SDC_FILE = /design/flow/constraint.sdc
export NUM_CORES = 4
export LEC_CHECK = 1
export CORE_UTILIZATION = 50
==> results.json <==
{
  "status": "completed",
  "hold_viol_final": 0,
  "powerDensity_nw_per_um2": 50.6,
  "period_minus_slack_ps": 9780,
  "ff_count": 0,
  "postCtsHoldBufs": 0,
  "p_int_mw": 0.176,
  "max_cap_viol_count": 0,
  "grt_pass1_wl_mm": 50.7,
  "lay_top_cells": "105 x nor2_1, 104 x ha_1, 100 x inv_1, 99 x clkdlybuf4s50_1, 87 x a21oi_1",
  "remaining_drc_errors": 0,
  "p_sw_share_pct": 59.7,
  "vias": 9071,
  "dp_hpwl_mm": 26.5,
  "top_cells_by_area": "ha_1 17%, mux4_2 7.1%, a21oi_1 5.8%, nor2_1 5.2%, inv_1 5.0%",
  "syn-instance-count": 1075,
  "leakage_nw": 3.67,
  "top_area_share_pct": 17.2,
  "post-route-util_pct": 58.9,
  "ios": 101,
  "crit_required_ps": 8880,
  "ys_sh_aoi_pct": 33.4,
  "syn_area_per_cell_um2": 7.03,
  "period_used_pct": 88.1,
  "viasPerCell": 6.94,
  "initial_core_util_pct": 51.6,
  "first_pass_iters": 22,
  "wl_per_cell_um": 25.6,
  "drtAntennaViolNets": 0,
  "drive_above_1_share_pct": 6.24,
  "ys_sh_mux_pct": 14.0,
  "ys_top_logic_family": "AND-OR/OR-AND gates",
  "die-area_um2": 15600,
  "worstSetupEndpointType": "primary output",
  "vdd_ir_drop_max_mv": 0.0303,
  "drt_iter0_drc": 1063,
  "place_congestion": 1.06,
  "layout_top_cell": "nor2_1",
  "worstMarginPinSlew_ps": 896,
  "grtUsageTotal_pct": 43.4,
  "ys_cells": 1075,
  "placementRows": 44,
  "hp-class": "primary input to primary output",
  "yosysTopAreaCell": "ha_1",
  "cts_resized": 0,
  "final-setup-viol-count": 0,
  "core_area_um2": 14600,
  "crit_type": "primary input to primary output",
  "die_w_um": 125,
  "yosysUniqueCellTypes": 89,
  "grt_pass1_vias": 8486,
  "grt_max_degree": 40,
  "ys_seq_share_pct": 0,
  "num-clock-buffers": 0,
  "worstPathArrival_ps": 7560,
  "crit_path_start_kind": "primary input",
  "yosysChipArea_um2": 7560,
  "antenna_found_initial": 0,
  "syn_to_final_growth_pct": 14.0,
  "fmax_mhz": 102,
  "xor_area_share_pct": 2.32,
  "fp.dieH_um": 125,
  "yosysWarnings": 1,
  "adder_share_pct": 17.7,
  "path_max_fanout": 15,
  "slew_violations": 0,
  "postCtsSetupBuffers": 0,
  "fin_tns_setup_ps": 0,
  "rsz0062_at_grt": "no",
  "simple_gate_share_pct": 23.2,
  "totalWireLength_mm": 33.4,
  "grt_overflow": 0,
  "tool_warnings": 105,
  "synth_area_um2": 7560,
  "slew_headroom_pct": 38.7,
  "regArea_um2": 0,
  "switchingPower_mw": 0.260,
  "io_buffer_count": 101
}
==> Yosys cell counts, types with 20 or more instances <==
cell type / count
nand3_1: 22
nand2_1: 76
a21o_1: 20
mux4_2: 24
nor2_1: 105
mux2i_1: 21
inv_1: 100
a21oi_1: 87
nor3_1: 35
clkbuf_1: 48
ha_1: 104
o21ai_0: 66
==> critical path: stages <==
cell	delay, ps
clkdlybuf4s50_1	800
inv_1	350
ha_1	520
nor2b_1	110
o21ai_0	280
a31oi_1	150
a2111oi_0	810
o21ai_0	440
a221oi_1	540
o211a_1	200
a21oi_1	80
nor3_1	200
nand4_1	170
nor4_2	170
clkdlybuf4s50_1	500
==> power groups by stage <==
| stage | logic [mW] | clock network (mW) | registers, mW |
|---|---|---|---|
| CTS | 0.422 | 0 | 0 |
| global route | 0.464 | 0 | 0 |
==> logic make-up after synthesis <==
| family | count (synthesis) |
|---|---|
| compound gates | 367 |
| xor+xnor | 20 |
| fa+ha+maj | 106 |
| buf+inv | 173 |
| mux | 59 |
| simple gates | 350 |
==> path summary, 6_finish.rpt <==
path                        to    start  cells past startpoint
setup / recovery             Z  SrcB[4]                     15
hold / removal    ULAResult[2]  SrcB[0]                      5
==> layout make-up <==
class | instances | area, um2
antenna | 1 | 2.50
timing repair buffer | 120 | 1140
fill | 1432 | 6030
multi-input combinational | 902 | 6870
tap | 184 | 230
inverter | 100 | 375
==> per-layer routing <==
| layer | wire length (um) | share of wire (%) | GRT usage [%] | vias to the layer above |
|---|---|---|---|---|
| met3 | 5070 | 15 | 16.8 | 112 |
| met4 | 1520 | 4.5 | 17.3 | 0 |
| met2 | 13600 | 41 | 61.9 | 675 |
| met5 | 0 | 0 | 0 | - |
| li1 | - | - | - | 4165 |
| met1 | 13300 | 40 | 59.2 | 4119 |
==> per-stage QoR <==
step | setup WS (ps) | power [mW] | std cells | hold WS [ps] | area [um2]
floorplan | 3410 | 0.264 | 1075 | 4630 | 7560
global placement | 1790 | 0.422 | 1306 | 5660 | 8620
detailed placement | 1600 | 0.419 | 1306 | 5650 | 8620
CTS | 1570 | 0.422 | 1306 | 5650 | 8620
global route | 993 | 0.464 | 1306 | 5690 | 8620
finish | 1320 | 0.436 | 1307 | 5660 | 8620
Power is estimated from default activity; no workload was simulated.
